### ./run.sh
#!/bin/bash
# OpenROAD 26Q1-2900-gdf79404cd8, Yosys 0.63+post, stock flow scripts
make -C /OpenROAD-flow-scripts/flow DESIGN_CONFIG=/design/flow/config.mk WORK_HOME=/design/flow/orfs finish
### ./config.mk
export PLATFORM = sky130hd
export DESIGN_NAME = TestLCD
export DESIGN_NICKNAME = TestLCD
export VERILOG_FILES = /design/flow/design.v
export SDC_FILE = /design/flow/constraint.sdc
export NUM_CORES = 4
export LEC_CHECK = 1
export CORE_AREA = 10 10 104 104
export DIE_AREA = 0 0 114 114
### ./constraint.sdc
current_design TestLCD

set clk_period 3.6
set clk_io_pct 0.2

create_clock -name clk0 -period $clk_period [get_ports {clk}]

set non_clock_inputs [all_inputs -no_clocks]
set_input_delay [expr $clk_period * $clk_io_pct] -clock clk0 $non_clock_inputs
set_output_delay [expr $clk_period * $clk_io_pct] -clock clk0 [all_outputs]
### ./design.v
`timescale 1ns / 1ps
module TestLCD( clk, sf_e, e, rs, rw, d, c, b, a );
	(* LOC = "C9" *) input clk; 
	(* LOC = "D16" *) output reg sf_e;  
	(* LOC = "M18" *) output reg e; 
	(* LOC = "L18" *) output reg rs; 
	(* LOC = "L17" *) output reg rw; 
	(* LOC = "M15" *) output reg d; 
	(* LOC = "P17" *) output reg c; 
	(* LOC = "R16" *) output reg b; 
	(* LOC = "R15" *) output reg a; 
	reg [ 26 : 0 ] count = 0;	 
	reg [ 5 : 0 ] code;			 
	reg refresh;					 
	always @ (posedge clk) begin
		count <= count +1;
		case ( count[ 26 : 21 ] )	 
			0: code <= 6'h03;			 
			1: code <= 6'h03;			 
			2: code <= 6'h03;			 
			3: code <= 6'h02;			 
			4: code <= 6'h02;			 
			5: code <= 6'h08;			 
			6: code <= 6'h00; 		
			7: code <= 6'h06;			
			8: code <= 6'h00;			
			9: code <= 6'h0C;			
			10: code <= 6'h00;		
			11: code <= 6'h01;		
         12: code <= 6'h22;            
			13: code <= 6'h20;
			14: code <= 6'h24;		 
			15: code <= 6'h28;		 
			16: code <= 6'h25;		 
			17: code <= 6'h26;
			18: code <= 6'h24;		 
			19: code <= 6'h2B;
			20: code <= 6'h25;		 
			21: code <= 6'h24;
			22: code <= 6'h22;        
			23: code <= 6'h20;
			24: code <= 6'h24;		 
			25: code <= 6'h2D;
			26: code <= 6'h26;       
			27: code <= 6'h21;
         28 : code <= 6'h27;	     
         29: code <= 6'h24;	
			30: code <= 6'h22;        
			31: code <= 6'h20;
			32: code <= 6'h24;		 
			33: code <= 6'h2D;
			34: code <= 6'h26;       
			35: code <= 6'h21;
			36: code <= 6'h22;       
			37: code <= 6'h21;
			38: code <= 6'b001100;	
			39: code <= 6'b000000;
         40: code <= 6'h24;       
			41: code <= 6'h22;
			42: code <= 6'h26;       
			43: code <= 6'h21;
			44: code <= 6'h26;       
			45: code <= 6'h2F;
			46: code <= 6'h22;       
			47: code <= 6'h20;
			48: code <= 6'h24;       
			49: code <= 6'h23;
			50: code <= 6'h26;       
			51: code <= 6'h21;
			52: code <= 6'h26;       
			53: code <= 6'h2F;
			54: code <= 6'h22;       
			55: code <= 6'h20;
			56: code <= 6'h24;		 
			57: code <= 6'h24;
			58: code <= 6'h26;		 
			59: code <= 6'h2F;					
			60: code <= 6'h24;       
			61: code <= 6'h21;		
			62: code <= 6'h26;       
			63: code <= 6'h2E;			
			64: code <= 6'h23;       
			65: code <= 6'h21;				
			default: code <= 6'h10;	 
		endcase
			refresh <= count[ 20 ];  
			sf_e <= 1;
			{ e, rs, rw, d, c, b, a } <= { refresh, code };
	end  
endmodule
==> ci_impl_report.md <==
### Flow metrics

| Metric | Value |
|---|---|
| Layout cell share with drive strength beyond 1 | 0.0816 |
| CP startpoint kind | flip-flop |
| Worst-margin pin slew | 0.781 ns |
| Total die area | about 0.013 mm² |
| Ys flop type | dfxtp_1 |
| WL/cell | ~10 µm |
| CP Max Fanout | 25 |
| Max Cap Viol | 0 |
| # clock sinks | 39 |
| Chip Width | 114 µm |
| Delay of the slowest cell on the worst path | 0.83 ns |
| Setup Buffers After CTS | 0 |
| Detailed Route Iter0 Violations | approximately 53 |
| Gr ovfl total | 0 |
| Setup TNS | 0 ns |
| Largest net degree at the start of global routing | 26 |
| Clock buffer depth | 2 |
| Core area | 0.00868 mm² |
| Skew-Pair Late Insertion Delay | between 0.2 and 0.3 ns |
| Number of cells in Yosys stat | just under 200 |
| Max_slew headroom | 0.478 |
| Status | finished clean |
| Num CTS Buffers | 5 |
| Synthesis warning total | 1 |
| H-tree depth reported by CTS | 2 |
| Cell Type Count | 43 |
| Post-CTS sizing | 0 |
| Post-layout minimum cycle time | ~1.9 ns |
| Lkg Pwr | about 0.78 nW |
| CTS tree | built |
| Clock Skews | 0.00505 ns |
| Vias in the first global route | between 1000 and 1500 |
| Ys flops | 39 |
| Post-synth EDFFs | 0 |
| First-pass GRT wire length | 5580 µm |
| Number of core rows | 34 |
| Final Total Pwr | a little over 0.7 mW |
| # diodes | 0 |
| Tool Warnings | 30 |
| Most frequent logic cell in the layout | dfxtp_1 |
| Die H | 114 µm |
| Mapped Area | approximately 0.0018 mm² |
| Critical Path AT | 2.10 ns |
| Avg Inst Size Synth | between 9 and 10 µm² |
| GP Congestion | 0.889 |
| Fill count | ~930 |
| Yosys stat area | 0.00184 mm² |
| DR DRC count | 0 |
| Max Slew Vio Count | 0 |
| CTS root buffer | clkbuf_8 |
| Antenna violations before repair | 0 |
| Cts-stage hold buffer count | 0 |
| Crit Path Category | flip-flop to flip-flop |
| Worst hold path type | flip-flop to flip-flop |
| Synth Seq Share | 0.425 |
| Drt first pass iters | 4 |
| Wirelength, routed | 3050 µm |
| All-Layer GR Usage | 0.0495 |
| Peak VDD IR | 128 µV |
| Worst Setup End Kind | flip-flop |
| Max Clk Rate | about 510 MHz |
| Vias per cell | 4.22 |
| Port Buffer Count | 6 |
| Cycle use final | 0.541 |
| Pre-Place Util | 0.212 |
| Cell count after synthesis | 194 |
| Via count | 1282 |
| Pwr Density | 349 mW/mm² |
| Top Layout Cells | dfxtp_1, xor2_1, nand2_1 |
| I/O pins | 9 |
| FFs w/ async S/R, synth | 0 |
| Final setup viols | 0 |
| RSZ-0062 raised after global routing | false |
| Ordered cell list for the critical path | inv_1, mux4_2, o22ai_1, a21oi_1 |
| DP HPWL | 2140 µm |
| Clk slew on worst S/H paths | 0.08 ns |
| Final Hold Vio Count | 0 |
| Area grow syn2layout | 11.8% |
| Worst path required time | 3.76 ns |
| Slowest CP cell | dfxtp_1 |
| Post-route ant nets | 0 |
power by group:
group          total [mW]  internal [mW]  switching, mW
Clock               0.286          0.135          0.150
Sequential          0.431          0.431              0
Combinational    0.000103              0       0.000103
stage by stage:
stage	hold WS (ns)	setup slack, ns	instance area (µm²)	utilization	cells
6_report	0.330	1.65	2050	0.236	304
5_1_grt	0.340	1.50	2050	0.236	304
4_1_cts	0.330	1.68	2050	0.236	304
3_5_place_dp	0.312	1.70	1970	0.227	296
3_3_place_gp	0.310	1.71	1970	0.227	296
2_1_floorplan	0.310	1.94	1840	-	194
worst paths after layout:
kind | from | to | slack (ns) | cells after the start
max | count[24]$_DFF_P_ | code[1]$_DFF_P_ | 1.65 | 4
min | code[1]$_DFF_P_ | b$_DFF_P_ | 0.33 | 0
max reg2reg | count[24]$_DFF_P_ | code[1]$_DFF_P_ | 1.65 | 4
min reg2reg | code[1]$_DFF_P_ | b$_DFF_P_ | 0.33 | 0
cells in the mapped netlist, drive strengths merged (2+ instances only):
master / number / area share
dfxtp: 39 / 0.43
xor2: 16 / 0.076
nand2: 15 / 0.031
nor2: 11 / 0.022
inv: 10 / 0.020
xnor2: 10 / 0.048
nand3: 8 / 0.022
a21oi: 7 / 0.019
buf: 7 / 0.025
ha: 7 / 0.048
nand4: 6 / 0.020
nor3: 6 / 0.016
nor4: 6 / 0.042
clkbuf: 5 / 0.010
o21ai: 4 / 0.011
a211oi: 3 / 0.012
and4: 3 / 0.014
mux2: 3 / 0.018
nor2b: 3 / 0.010
a221oi: 2 / 0.0095
a31oi: 2 / 0.0068
and3b: 2 / 0.0095
conb: 2 / 0.0041
nand2b: 2 / 0.0068
o31ai: 2 / 0.0082
routing by layer:
metal | vias to the layer above | track usage | wire length (µm)
met3 | 5 | 0.0138 | 160
met5 | - | 0 | 0
met4 | 0 | 0.00668 | 58
met1 | 585 | 0.0706 | 1540
met2 | 22 | 0.0752 | 1290
li1 | 670 | - | -
registers in the layout, summed over array words and instances (netlist names):
register,count
d,1
count,27
refresh,1
c,1
a,1
b,1
rs,1
e,1
code,5
cells by family (layout without fill, tap and decap cells):
group | after synthesis | after routing | synth area share
and+or+nand+nor | 67 | 67 | 0.214
DFF | 39 | 39 | 0.425
AOI/OAI and AO/OA | 27 | 27 | 0.0988
xor gates and xnor gates | 26 | 26 | 0.124
buffers and inverters | 22 | 24 | 0.0552
adders and majority gates | 7 | 7 | 0.0477
muxes | 4 | 4 | 0.0307
other | 2 | 2 | 0.00409
cell type report:
cell class / count / area (µm²) / area share
tap: 108 / 135 / 0.0659
inverter: 10 / 37.5 / 0.0183
sequential: 39 / 781 / 0.380
timing repair buffer: 6 / 60.1 / 0.0293
clock buffer: 6 / 72.6 / 0.0354
clock inverter: 2 / 12.5 / 0.00610
multi-input combinational: 133 / 953 / 0.465
critical path: cells and delay by family (launching register included):
| kind | cells | cell delay [ns] |
|---|---|---|
| DFF | 1 | 0.83 |
| muxes | 1 | 0.48 |
| buffers and inverters | 1 | 0.25 |
| AOI/OAI and AO/OA | 2 | 0.25 |
Power figures rest on the tool's default switching activity, not on a simulated workload.
